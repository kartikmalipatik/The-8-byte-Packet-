==> flow/run.sh <==
#!/bin/bash
# OpenROAD 26Q1-2900-gdf79404cd8, Yosys 0.63+post, stock flow scripts
make -C /OpenROAD-flow-scripts/flow DESIGN_CONFIG=/design/flow/config.mk WORK_HOME=/design/flow/orfs finish
==> flow/config.mk <==
export PLATFORM = sky130hd
export DESIGN_NAME = atm_controller
export DESIGN_NICKNAME = atm_controller
export VERILOG_FILES = /design/flow/design.v
export SDC_FILE = /design/flow/constraint.sdc
export NUM_CORES = 4
export LEC_CHECK = 1
export CORE_AREA = 10 10 70 70
export DIE_AREA = 0 0 80 80
export SYNTH_HDL_FRONTEND = slang
==> flow/constraint.sdc <==
current_design atm_controller

set clk_period 1.3
set clk_io_pct 0.2

create_clock -name clk0 -period $clk_period [get_ports {clk}]

set non_clock_inputs [all_inputs -no_clocks]
set_input_delay [expr $clk_period * $clk_io_pct] -clock clk0 $non_clock_inputs
set_output_delay [expr $clk_period * $clk_io_pct] -clock clk0 [all_outputs]
==> flow/design.v <==
module atm_controller (
    input  logic clk,
    input  logic rst,
    input  logic card_inserted,
    input  logic pin_correct,
    input  logic balance_ok,
    output logic dispense_cash
);
    typedef enum logic [1:0] {
        IDLE,
        CHECK_PIN,
        CHECK_BAL,
        DISPENSE
    } state_t;
    state_t current_state, next_state;
    always_ff @(posedge clk or posedge rst) begin
        if (rst)
            current_state <= IDLE;
        else
            current_state <= next_state;
    end
    always_comb begin
        next_state = current_state;
        dispense_cash = 1'b0;
        case (current_state)
            IDLE: begin
                if (card_inserted)
                    next_state = CHECK_PIN;
            end
            CHECK_PIN: begin
                if (pin_correct)
                    next_state = CHECK_BAL;
                else
                    next_state = IDLE;
            end
            CHECK_BAL: begin
                if (balance_ok)
                    next_state = DISPENSE;
                else
                    next_state = IDLE;
            end
            DISPENSE: begin
                dispense_cash = 1'b1;
                next_state = IDLE;
            end
        endcase
    end
    property cash_only_if_valid;
        @(posedge clk)
        dispense_cash |-> (pin_correct && balance_ok);
    endproperty
    assert property (cash_only_if_valid)
        else $error("ERROR: Cash dispensed without valid PIN or balance");
    property return_to_idle;
        @(posedge clk)
        (current_state == DISPENSE) |=> (current_state == IDLE);
    endproperty
    assert property (return_to_idle)
        else $error("ERROR: ATM did not return to IDLE after dispensing");
endmodule
==> results.rst <==
Implementation results
======================

.. list-table::
   :header-rows: 1

   * - Metric
     - Value
   * - Total met2 wirelength after detailed routing
     - 55 um
   * - Post-Synthesis Cell Area
     - approximately 160 um^2
   * - Die width
     - about 80 um
   * - Max-cap check violation count
     - 0
   * - Final setup viols
     - 0
   * - Clock-pin slew on the worst setup and hold paths
     - 0.04 ns
   * - OpenROAD warning count
     - 25
   * - Synth Area in Simple Gates
     - around 33%
   * - Routed wire length on met3
     - just over 80 um
   * - RSZ-0062 raised after global routing
     - false
   * - Largest registers
     - current_state: 4 flops
   * - Area overhead of the layout relative to synthesis
     - 89.60%
   * - Number of DRC violations after detailed routing
     - 0
   * - Cells after Synth
     - 12
   * - Crit path from
     - balance_ok
   * - Cell type of the slowest stage on the worst timing path
     - sky130_fd_sc_hd__or4_4
   * - PnR worst setup slack
     - 0.05675 ns
   * - H-tree depth reported by CTS
     - 1
   * - Nature of the critical path endpoint
     - register
   * - Register area
     - slightly above 100 um^2
   * - Layout cell share with drive strength beyond 1
     - roughly a third
   * - Hold Fails Final Rpt
     - 0
   * - Cells after DPL
     - 63
   * - Count of fill cells added during filler insertion
     - between 400 and 500
   * - Adder-cell share of the synthesized area
     - 0%
   * - Start-to-end type of the worst setup path
     - in2reg
   * - Cells along the critical path
     - clkdlybuf4s50_1 -> and2b_1 -> or4_4
   * - Antenna violations before repair
     - 0
   * - Total number of vias
     - roughly 110
   * - Endpoint of the most critical register-to-register path
     - current_state[0]
   * - Late-Pin Clk Latency
     - around 0.24 ns
   * - Measured slew at the worst slew-check pin
     - between 0.1 and 0.15 ns
   * - Xor+xnor area frac
     - 0%
   * - Total cell area reported by yosys after synthesis
     - between 150 and 200 um^2
   * - Part of the Yosys area used for sequential elements
     - roughly two thirds
   * - Class of the tightest hold or removal check
     - in2async
   * - Area of the chip
     - ~6400 um^2
   * - Register bank with the most flops
     - current_state
   * - RePlAce Congestion
     - 0.6799
   * - Number of buffers inserted during clock tree synthesis
     - 3
   * - Global-route wire length before repair
     - around 650 um
   * - Combinational gate area
     - ~51 um^2
   * - TritonCTS clock tree
     - done
   * - Number of standard cells in the layout, taps in and fillers out
     - between 60 and 70
   * - Data required time of the critical path
     - roughly 1.5 ns
   * - Clock Path Buffers
     - 2
   * - Via count of the first global-routing pass
     - 129
   * - Vias per cell
     - between 1.5 and 2
   * - Logic family by area
     - simple AND/OR/NAND/NOR gates
   * - Average detailed-routed wire length per instance
     - roughly 6 um
   * - Root buf cell
     - sky130_fd_sc_hd__clkbuf_4
   * - Detailed-route wire length on metal 1
     - between 200 and 300 um
   * - Die Span Y
     - 80 um
   * - GRT Overall Usage
     - approximately 1.5%
   * - Number of enable flip-flop cells
     - 0
   * - YS warnings
     - 0
   * - Number of pins exceeding their max-slew limit in the final report
     - 0
   * - WL final
     - between 300 and 400 um
   * - Number of routed nets with antenna violations
     - 0
   * - Maximum fanout encountered on the critical timing path
     - 2
   * - Core utilization before placement
     - under 10%
   * - Startpoint Class
     - primary input
   * - Headroom to the max-slew limit
     - roughly 90%
   * - Length of the first detailed-routing pass in iterations
     - 2
   * - Sinks on Clock Net
     - 4
   * - Netlist cell types
     - 8
   * - Total power density per cell area
     - around 1100 nW/um^2
   * - Peak clock frequency supported by timing
     - between 800 and 900 MHz
   * - Endpoint of the most critical setup path
     - current_state[0]
   * - #FFs+latches synth
     - 4
   * - Multiplexer share of the synthesized area
     - 0%
   * - Max reg flops
     - 4
   * - IO Port Bufs
     - 5
   * - Biggest area consumer among synthesized cells
     - sky130_fd_sc_hd__dfrtp_1
   * - Number of antenna repair diodes
     - 0
   * - Post-synthesis async set-or-reset flop share
     - ~100%
   * - Count of standard-cell rows
     - 21
   * - Setup slack on the worst flop-to-flop path
     - around 0.20 ns
   * - Top sig layer
     - met3
   * - Final period util
     - 95.63%
   * - Worst clock skew
     - 0.005396 ns
   * - Largest cells by area
     - sky130_fd_sc_hd__dfrtp_1 (48%), sky130_fd_sc_hd__dfstp_2 (17%), sky130_fd_sc_hd__and2_1 (8.0%), sky130_fd_sc_hd__nor2b_1 (8.0%), sky130_fd_sc_hd__or4_4 (7.2%)
   * - Yosys stat cell total
     - 12
   * - Most frequent cells after synthesis
     - sky130_fd_sc_hd__dfrtp_1 (3), sky130_fd_sc_hd__and2_1 (2), sky130_fd_sc_hd__nor2b_1 (2)
   * - Top cell type by instance count after synthesis
     - sky130_fd_sc_hd__dfrtp_1
   * - Static Leak
     - around 0.00013 uW
   * - Post-placement cell area
     - approximately 260 um^2
   * - Fin crit period
     - approximately 1.2 ns
   * - Maximum resistive drop on vdd
     - 0.0003487 V
   * - Number of top-level design ports
     - 6
   * - Final non-filler cell area
     - between 200 and 300 um^2
   * - Core Region
     - between 3000 and 4000 um^2
   * - AO/OA Area Share
     - 0%
   * - Startpoint of the most critical register-to-register path
     - current_state[3]
   * - Pin count of the biggest net entering global routing
     - 5
   * - Outcome
     - completed
   * - Maximum single-stage delay on the critical path
     - 0.49 ns
   * - Mean post-synth cell area
     - approximately 13 um^2
   * - Register-to-Register Path Depth
     - 2
   * - Gr ovfl total
     - 0
   * - Number of DRC violations after detailed-routing iteration 0
     - 2
   * - Most used flip-flop cell
     - sky130_fd_sc_hd__dfrtp_1
   * - Pre-CTS setup slack
     - -0.1903 ns
   * - Arrival time reported for the critical path endpoint
     - 1.39 ns
   * - Area share, top type
     - 48.00%
## power by group
part	leakage (uW)	switching, uW	internal [uW]	total [uW]
logic	0.0000615	4.54	11.0	15.6
clock network	0.0000150	59.7	116	175
registers	0.0000522	0	125	125
total	0.000129	64.3	252	316
## critical path: cells and delay by family
kind | cells | cell delay [ns]
buffers and inverters | 1 | 0.47
and+or+nand+nor | 2 | 0.66
## how the worst min path moves through the flow
stage	to	slack, ns	cells past startpoint	start
final	current_state[1]	0.21	2	rst
after global routing	current_state[3]	0.22	2	rst
after CTS	current_state[3]	0.20	2	rst
## routing by layer
layer | global-route usage, % | vias to the layer above
met5 | 0 | -
li1 | - | 56
met4 | 0.3521 | 0
met3 | 2.159 | 0
met1 | 2.276 | 41
met2 | 0.6421 | 10
## kinds of logic after synthesis
| family | Yosys count |
|---|---|
| simple gates | 7 |
| buf+inv | 1 |
| flops | 4 |
## timing repair
action                     in CTS  in global routing
hold buffers                    0                  0
buffers inserted                1                  0
gates resized                   1                  0
setup endpoints to repair       1                  0
## through the flow
stage	hold slack (ns)	TNS (ns)	total power, uW	util (%)
global placement	0.4550	-0.1860	142.2	7.729
floorplan	0.02536	0	129.3	-
global route	0.2200	0	334.6	8.681
detailed placement	0.4619	-0.1903	142.5	7.729
finish	0.2054	0	316.3	8.681
CTS	0.2024	0	324.8	8.681
## area by class of cell
type	count	share of cell area (%)
Timing Repair Buffer	6	18.99
Clock buffer	4	8.861
Inverter	1	1.266
Sequential cell	4	34.18
Multi-Input combinational cell	7	17.30
Tap cell	46	19.41
## cells in the final DEF (no fill, tap or decap), drive strengths merged
| cell type | instances |
|---|---|
| nor2b | 2 |
| dfstp | 1 |
| or4 | 1 |
| buf | 1 |
| dfrtp | 3 |
| clkdlybuf4s50 | 4 |
| clkbuf | 4 |
| and2b | 1 |
| and2 | 3 |
| dlygate4sd2 | 1 |
| inv | 1 |
Power is estimated from default activity; no workload was simulated.
